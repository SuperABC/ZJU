===== flow/design.v =====
module Keyboard(
	input clk25,
	input PS2C,
	input PS2D,
	output reg [7:0] ascii
	);
	reg PS2Cf, PS2Df;
	reg [7:0] ps2c_filter, ps2d_filter;
	reg [10:0] shift1, shift2;
	reg [7:0] pre;
	reg [31:0] anti_jetter;
	reg shift, ctrl, alt;
	reg capslock, numlock;
	always @(posedge clk25) 
	begin
		ps2c_filter[7] <= PS2C;
		ps2c_filter[6:0] <= ps2c_filter[7:1];
		ps2d_filter[7] <= PS2D;
		ps2d_filter[6:0] <= ps2d_filter[7:1];
		if (ps2c_filter == 8'b11111111)
		begin
			PS2Cf <= 1;
		end
		else
		if (ps2c_filter == 8'b00000000)
		begin
			PS2Cf <= 0;
		end
		if (ps2d_filter == 8'b11111111)
		begin
			PS2Df <= 1;
		end
		else
		if (ps2d_filter == 8'b00000000)
		begin
			PS2Df <= 0;
		end
	end
	always @(negedge PS2Cf)
	begin
		shift1 <= {PS2Df, shift1[10:1]};
		shift2 <= {shift1[0], shift2[10:1]};
	end
	always @(posedge clk25) begin
		if (shift2[8:1] != 8'hF0)
			pre[7:0] <= shift1[8:1];
		if (shift2[8:1] == 8'hF0)
			pre[7:0] <= 8'h00;
		if(pre!=ascii)
			anti_jetter = anti_jetter + 1;
		else
			anti_jetter = 8'b0;
	end
	always@(posedge anti_jetter[17])begin
		if(shift == 1'b0)begin
			case(pre[7:0])
			8'h00: begin
				ascii[7:0] <= 8'h00;  
				shift <= 1'b0;
				ctrl <= 1'b0;
				alt <= 1'b0;
			end
			8'h1c: ascii[7:0] <= 8'h61;  
			8'h32: ascii[7:0] <= 8'h62;  
			8'h21: ascii[7:0] <= 8'h63;  
			8'h23: ascii[7:0] <= 8'h64;  
			8'h24: ascii[7:0] <= 8'h65;  
			8'h2b: ascii[7:0] <= 8'h66;  
			8'h34: ascii[7:0] <= 8'h67;  
			8'h33: ascii[7:0] <= 8'h68;  
			8'h43: ascii[7:0] <= 8'h69;  
			8'h3b: ascii[7:0] <= 8'h6A;  
			8'h42: ascii[7:0] <= 8'h6B;  
			8'h4b: ascii[7:0] <= 8'h6C;  
			8'h3a: ascii[7:0] <= 8'h6D;  
			8'h31: ascii[7:0] <= 8'h6E;  
			8'h44: ascii[7:0] <= 8'h6F;  
			8'h4d: ascii[7:0] <= 8'h70;  
			8'h15: ascii[7:0] <= 8'h71;  
			8'h2d: ascii[7:0] <= 8'h72;  
			8'h1b: ascii[7:0] <= 8'h73;  
			8'h2c: ascii[7:0] <= 8'h74;  
			8'h3c: ascii[7:0] <= 8'h75;  
			8'h2a: ascii[7:0] <= 8'h76;  
			8'h1d: ascii[7:0] <= 8'h77;  
			8'h22: ascii[7:0] <= 8'h78;  
			8'h35: ascii[7:0] <= 8'h79;  
			8'h1a: ascii[7:0] <= 8'h7A;  
			8'h45: ascii[7:0] <= 8'h30;  
			8'h16: ascii[7:0] <= 8'h31;  
			8'h1e: ascii[7:0] <= 8'h32;  
			8'h26: ascii[7:0] <= 8'h33;  
			8'h25: ascii[7:0] <= 8'h34;  
			8'h2e: ascii[7:0] <= 8'h35;  
			8'h36: ascii[7:0] <= 8'h36;  
			8'h3d: ascii[7:0] <= 8'h37;  
			8'h3e: ascii[7:0] <= 8'h38;  
			8'h46: ascii[7:0] <= 8'h39;  
			8'h29: ascii[7:0] <= 8'h20;  
			8'h66: ascii[7:0] <= 8'h08;  
			8'h5a: ascii[7:0] <= 8'h0D;  
			8'h12: shift <= 1'b1;
			8'h59: shift <= 1'b1;
			8'h14: ctrl <= 1'b1;
			8'h11: alt <= 1'b1;
			endcase
		end
		else begin
			case(pre[7:0])
			8'h00: begin
				ascii[7:0] <= 8'h00;  
				shift <= 1'b0;
				ctrl <= 1'b0;
				alt <= 1'b0;
			end
			8'h1c: ascii[7:0] <= 8'h41;  
			8'h32: ascii[7:0] <= 8'h42;  
			8'h21: ascii[7:0] <= 8'h43;  
			8'h23: ascii[7:0] <= 8'h44;  
			8'h24: ascii[7:0] <= 8'h45;  
			8'h2b: ascii[7:0] <= 8'h46;  
			8'h34: ascii[7:0] <= 8'h47;  
			8'h33: ascii[7:0] <= 8'h48;  
			8'h43: ascii[7:0] <= 8'h49;  
			8'h3b: ascii[7:0] <= 8'h4A;  
			8'h42: ascii[7:0] <= 8'h4B;  
			8'h4b: ascii[7:0] <= 8'h4C;  
			8'h3a: ascii[7:0] <= 8'h4D;  
			8'h31: ascii[7:0] <= 8'h4E;  
			8'h44: ascii[7:0] <= 8'h4F;  
			8'h4d: ascii[7:0] <= 8'h50;  
			8'h15: ascii[7:0] <= 8'h51;  
			8'h2d: ascii[7:0] <= 8'h52;  
			8'h1b: ascii[7:0] <= 8'h53;  
			8'h2c: ascii[7:0] <= 8'h54;  
			8'h3c: ascii[7:0] <= 8'h55;  
			8'h2a: ascii[7:0] <= 8'h56;  
			8'h1d: ascii[7:0] <= 8'h57;  
			8'h22: ascii[7:0] <= 8'h58;  
			8'h35: ascii[7:0] <= 8'h59;  
			8'h1a: ascii[7:0] <= 8'h5A;  
			8'h45: ascii[7:0] <= 8'h29;  
			8'h16: ascii[7:0] <= 8'h21;  
			8'h1e: ascii[7:0] <= 8'h40;  
			8'h26: ascii[7:0] <= 8'h23;  
			8'h25: ascii[7:0] <= 8'h24;  
			8'h2e: ascii[7:0] <= 8'h25;  
			8'h36: ascii[7:0] <= 8'h5E;  
			8'h3d: ascii[7:0] <= 8'h26;  
			8'h3e: ascii[7:0] <= 8'h2A;  
			8'h46: ascii[7:0] <= 8'h28;  
			8'h29: ascii[7:0] <= 8'h20;  
			8'h66: ascii[7:0] <= 8'h08;  
			8'h5a: ascii[7:0] <= 8'h0D;  
			8'h12: shift <= 1'b1;
			8'h59: shift <= 1'b1;
			8'h14: ctrl <= 1'b1;
			8'h11: alt <= 1'b1;
			endcase
		end
	end
endmodule

===== flow/run.sh =====
#!/bin/bash
# OpenROAD 26Q1-2900-gdf79404cd8, Yosys 0.63+post, stock flow scripts
make -C /OpenROAD-flow-scripts/flow DESIGN_CONFIG=/design/flow/config.mk WORK_HOME=/design/flow/orfs finish

===== flow/config.mk =====
export PLATFORM = sky130hd
export DESIGN_NAME = Keyboard
export DESIGN_NICKNAME = Keyboard
export VERILOG_FILES = /design/flow/design.v
export SDC_FILE = /design/flow/constraint.sdc
export NUM_CORES = 4
export LEC_CHECK = 1
export CORE_UTILIZATION = 30

===== flow/constraint.sdc =====
current_design Keyboard

set clk_period 4.6
set clk_io_pct 0.2

create_clock -name clk0 -period $clk_period [get_ports {clk25}]

set non_clock_inputs [all_inputs -no_clocks]
set_input_delay [expr $clk_period * $clk_io_pct] -clock clk0 $non_clock_inputs
set_output_delay [expr $clk_period * $clk_io_pct] -clock clk0 [all_outputs]

==> Implementation_results.wiki <==
== Flow metrics ==
{| class="wikitable"
! Metric !! Value
|-
| Final Skew || 0.004657 ns
|-
| Post-CTS Hold Buffers || 0
|-
| Routed vias || 2397
|-
| Leading register cell type out of synthesis || sky130_fd_sc_hd__dfxtp_1
|-
| Part of the total power dissipated in the clock network || 37.7%
|-
| Worst-Skew Late Latency || 0.29 ns
|-
| Sequential fraction of the synthesis area || 48.46%
|-
| Worst vdd rail ir drop || 0.1820 mV
|-
| Antenna Nets Post-Route || 0
|-
| Final Critical Period || 2.220 ns
|-
| Die Height || 104.6 um
|-
| Tally of max-capacitance violations || 0
|-
| Setup crit start kind || flip-flop
|-
| Logic depth of the worst register-to-register path || 4
|-
| Outcome || finished, final reports clean
|-
| Endpoint type of the worst setup path || flip-flop
|-
| Capturing point of the worst reg2reg path || anti_jetter[2]
|-
| Wire length per cell after detailed routing || 12.30 um
|-
| Final global-route overflow total || 0
|-
| Signed area change from the synthesized netlist to the final layout || 8.670%
|-
| Class of the most critical hold timing path || reg -> reg
|-
| Detailed-routed wire length on met2 || 2491 um
|-
| Post-place instance area || 3319 um^2
|-
| Post-CTS Resized || 0
|-
| Starting DRC count in detailed routing || 157
|-
| Final clock period utilization by the worst path || 48.25%
|-
| Share of Yosys cell area claimed by the top area cell type || 41.81%
|-
| First-pass GRT wire length || 10360 um
|-
| Top routing layer in use || met4
|-
| Slew HR || 40.25%
|-
| Die Span X || 104.6 um
|-
| Share of total power in combinational logic || 5.6%
|-
| Core ar. || 10280 um^2
|-
| TNS Setup || 0 ns
|-
| Post-synth tally of flip-flops with integrated enable || 7
|-
| GRT Overall Usage || 11.59%
|-
| Number of filler cells placed in the layout || 1043
|-
| Register Area || 1531 um^2
|-
| Transition time at the pin with the least slew margin || 0.8896 ns
|-
| Final number of max-transition violations || 0
|-
| Remaining DRCs || 0
|-
| N_diodes || 0
|-
| Final Util || 33.42%
|-
| Layout cell share with drive strength beyond 1 || 6.471%
|-
| Largest cells by area after synthesis || sky130_fd_sc_hd__dfxtp_1, sky130_fd_sc_hd__edfxtp_1, sky130_fd_sc_hd__nor2_1
|-
| Antenna violations before repair || 0
|-
| Row Count || 37
|-
| Pwr per Cell Area || 227.7 nW/um^2
|-
| Routed vias/inst || 5.036
|-
| Met3 Routed Length || 425 um
|-
| Synthesized registers || 73
|-
| Overall power || 0.7819 mW
|-
| Distinct lib cells used || 61
|-
| Count of unclocked register or latch pins || 29
|-
| Iteration tally of the first detailed-router pass || 5
|-
| Vias in the first global route || 2130
|-
| Average cell area after synthesis || 9.268 um^2
|-
| Effective utilization at floorplan || 30.75%
|-
| Clock tree from TritonCTS || built
|-
| Number of unconstrained endpoints || 51
|-
| Data required time of the worst path || 4.75 ns
|-
| Number of port buffers || 9
|-
| Final setup violation count || 0
|-
| Critical R2R Launch || pre[6]
|-
| Top cell type by total area after synthesis || sky130_fd_sc_hd__dfxtp_1
|-
| Post-CTS setup buffers || 0
|-
| Tally of OpenROAD warnings || 25
|-
| CTS clock-pin slew for the worst setup and hold paths || 0.09 ns
|-
| Synthesized area || 3161 um^2
|-
| FMAX || 450.5 MHz
|-
| Critical Path Start || pre[6]
|-
| Crit path capture || anti_jetter[2]
|-
| Final wirelength || 5857 um
|-
| Routability Congestion || 0.9534
|-
| Instance tally after logic synthesis || 341
|-
| Wire length the detailed router placed on met1 || 2856 um
|-
| Internal power summed over all cells || 0.6033 mW
|-
| CP max FO || 21
|-
| Post-route cell area || 3435 um^2
|-
| Pleak || 1.201 nW
|-
| DPL Wire Length || 3989 um
|-
| Setup CP Type || reg -> reg
|-
| Warnings from Yosys || 1
|-
| Area of the synthesized netlist per yosys stat || 3161 um^2
|-
| Final WS setup || 2.380 ns
|-
| Hold violation total from the final report || 0
|-
| Proportion of synthesized flip-flops having asynchronous set or reset || 0%
|-
| Multi-input gate area || 1471 um^2
|-
| TritonCTS buffer count || 5
|-
| Clock tree root buffer cell || sky130_fd_sc_hd__clkbuf_8
|-
| Pre-CTS worst setup slack || 2.395 ns
|-
| Total cells reported by yosys after synthesis || 341
|-
| Setup repair after global routing missed its margin || false
|-
| Commonest Layout Cell || sky130_fd_sc_hd__dfxtp_1
|-
| Sequential share of power || 56.7%
|-
| Boundary Pins || 11
|-
| Power dissipated by switching net loads || 0.1786 mW
|-
| Reg-to-reg slack, setup || 2.38 ns
|-
| Pin count of the biggest net entering global routing || 32
|-
| Number of buffers on the longest clock path || 2
|-
| Net Sw Frac || 22.84%
|-
| Commonest cells after routing, fill and taps aside || sky130_fd_sc_hd__dfxtp_1, sky130_fd_sc_hd__nor2_1, sky130_fd_sc_hd__nand2_1, sky130_fd_sc_hd__a21oi_1, sky130_fd_sc_hd__o21ai_0
|-
| Worst path arrival time || 2.37 ns
|-
| Total die area || 10950 um^2
|-
| H-tree levels || 2
|}
cell type report:
type / instances / share of cell area (%)
tap: 136 / 4.954
inverter: 7 / 0.7650
multi-input combinational: 239 / 42.84
sequential: 73 / 44.59
clock inverter: 3 / 1.348
timing repair buffer: 13 / 3.497
clock buffer: 5 / 2.004
power groups by stage:
| stage | combinational [mW] | sequential, mW | clock, mW |
|---|---|---|---|
| final | 0.0434 | 0.443 | 0.295 |
| after global routing | 0.0544 | 0.449 | 0.324 |
| after CTS | 0.0437 | 0.443 | 0.304 |
routing by layer:
layer / vias to the layer above / GRT usage, %
met5: - / 0
met4: 0 / 1.610
met3: 10 / 2.414
met2: 96 / 16.13
met1: 1078 / 19.26
li1: 1213 / -
state kept, by name, summed over array words and instances (netlist names):
name / count
shift: 1
pre: 8
ps2c_filter: 8
shift1: 11
PS2Df: 1
ps2d_filter: 8
PS2Cf: 1
ascii: 7
shift2: 10
anti_jetter: 18
synth_stat cells, drive strengths merged (2+ instances only):
| cell type | count |
|---|---|
| dfxtp | 66 |
| nor2 | 31 |
| nand2 | 21 |
| buf | 20 |
| a21oi | 18 |
| o21ai | 18 |
| nand3 | 15 |
| nor2b | 13 |
| xnor2 | 12 |
| nand2b | 11 |
| nand4 | 11 |
| nor3 | 10 |
| xor2 | 9 |
| edfxtp | 7 |
| inv | 7 |
| a31oi | 6 |
| nor4 | 6 |
| o22ai | 5 |
| or3 | 5 |
| nand3b | 4 |
| or4 | 4 |
| and3 | 3 |
| nor3b | 3 |
| a211oi | 2 |
| a221oi | 2 |
| a32oi | 2 |
| and4 | 2 |
| clkbuf | 2 |
| o211ai | 2 |
| o41ai | 2 |
worst max-delay path, cell delays in order, from the launching register on:
cell                      delay (ns)
sky130_fd_sc_hd__dfxtp_1        0.80
sky130_fd_sc_hd__xnor2_1        0.19
sky130_fd_sc_hd__nand4_1        0.16
sky130_fd_sc_hd__nor4_4         0.81
sky130_fd_sc_hd__nor2_1         0.11
how the worst min path moves through the flow:
stage                  start             end  cells past startpoint
finish        ps2d_filter[5]  ps2d_filter[4]                      0
global route  ps2d_filter[5]  ps2d_filter[4]                      0
CTS           ps2d_filter[5]  ps2d_filter[4]                      0
cell families after synthesis:
kind of cell | after synthesis | synth area share (%)
xor+xnor | 21 | 5.820
mux | 1 | 0.3167
simple gates | 145 | 25.85
flops | 73 | 48.46
buf+inv | 29 | 4.988
fa+ha+maj | 1 | 0.3958
compound gates | 70 | 14.05
other cells | 1 | 0.1187
per-stage QoR:
step	hold slack, ns	std cells
floorplan	0.3249	341
global placement	0.3410	468
detailed placement	0.3429	468
CTS	0.3601	476
global route	0.3719	476
finish	0.3569	476
No activity file was given, so power comes from the tool's default toggle rates.
